## flow/design.v

```verilog
interface router_if(input bit clock);
bit [7:0] data_in;
bit [7:0] data_out;
bit error,busy;
bit vld_out;
bit read_enb;
bit reset;
bit pkt_valid;
	clocking wdr_cb @(posedge clock);
	default input #1 output #1;
		input busy;
		input error;
		output data_in;
		output reset;
		output pkt_valid;
	endclocking
	clocking wmon_cb @(posedge clock);
	default input #1 output #1;
		input busy;
		input error;
		input data_in;
		input reset;
		input pkt_valid;
	endclocking
	clocking rdr_cb @(posedge clock);
	default input #1 output #1;
		input vld_out;
		output read_enb;
	endclocking
	clocking rmon_cb @(posedge clock);
	default input #1 output #1;
		input read_enb;
		input data_out;
	endclocking
modport WDR_MP(clocking wdr_cb);
modport WMON_MP(clocking wmon_cb);
modport RDR_MP(clocking rdr_cb);
modport RMON_MP(clocking rmon_cb);
endinterface	
module fifo_1 (input clock ,resetn,soft_reset,write_enb,read_enb,lfd_state,
        input [7:0]data_in , output reg[7:0]data_out, output full,empty);
integer count,i;
reg [4:0]wr_ptr,rd_ptr;
reg [8:0] mem [15:0];
reg lfd_reg;
always@(posedge clock)
	begin
		lfd_reg<=lfd_state;
	end
always@(posedge clock)  
begin
	if(~resetn)
	begin
	for(i=0;i<16;i=i+1)
		mem[i]<=8'd0;
        end
	else if(soft_reset)  
	       begin
		for(i=0;i<16;i=i+1)
			mem[i]<=8'd0;
	      end
	     else 
                if(write_enb&&~full)
		{mem[wr_ptr[3:0]][8],mem[wr_ptr[3:0]][7:0]}<={lfd_reg,data_in};
	end
always@(posedge clock)
begin  
if(~resetn) data_out<=0;
else if(soft_reset) data_out<=8'dz;
else       
if(read_enb&&~empty)
		data_out<=mem[rd_ptr[3:0]][7:0];
end        
always@(posedge clock)
 begin 
 if(read_enb&&mem[rd_ptr[3:0]][8]&&~empty)
                count<=mem[rd_ptr[3:0]][7:2]+1'b1;  
	    else if(read_enb&&~mem[rd_ptr[3:0]][8] &&~empty)
		count<=count-1'b1;
end	
always@(posedge clock)  
begin
	if(~resetn)
		wr_ptr<=0;
	if(soft_reset)
		wr_ptr<=0;
	else if(write_enb&&~full)
		wr_ptr<=wr_ptr+1'b1;
end
always @(posedge clock)
begin
	if(~resetn)
		rd_ptr<=0;
	if(soft_reset)
		rd_ptr<=0;
	else if(read_enb&&~empty)
		rd_ptr<=rd_ptr+1'b1;
end
assign empty=(rd_ptr==wr_ptr)?1'b1:1'b0;
assign full=((rd_ptr[4]!=wr_ptr[4])&&rd_ptr[3:0]==wr_ptr[3:0]);
endmodule
module fsm_1(input clock,resetn,pkt_valid,fifo_full,fifo_empty_0,fifo_empty_1,fifo_empty_2,
	   soft_reset_0,soft_reset_1,soft_reset_2,parity_done,low_packet_valid,input[1:0]data_in, 
	   output write_enb_reg,detect_add,ld_state,laf_state,lfd_state,full_state,rst_int_reg,busy);
parameter decode_address=8'b00000001,
	load_first_data=8'b00000010,
	load_data=8'b00000100,
	wait_till_empty=8'b00001000,
	fifo_full_state=8'b00010000,
	load_after_full=8'b00100000,
	load_parity=8'b01000000,
	check_parity_error=8'b10000000;
reg[7:0]ps,ns;
reg[1:0] temp;
always@(posedge clock)
begin
if(~resetn)
temp<=0;
else
begin
if(detect_add)
temp<=data_in;
end
end
   always@(posedge clock)  
	begin
	if(~resetn)
		ps<=decode_address;
	else if((soft_reset_0&&temp==2'd0)|(soft_reset_1&&temp==2'd1)|(soft_reset_2&&temp==2'd2))
	ps<=decode_address;
	else
	ps<=ns;
end
always@(*)  
begin
if(soft_reset_0|soft_reset_1|soft_reset_2) ns<=decode_address;
else
	case(ps)	
	decode_address:            
	begin
		ns<=decode_address;
	if((pkt_valid&&(data_in==2'b00)&&fifo_empty_0)|(pkt_valid&&(data_in==2'b01)&&fifo_empty_1)|(pkt_valid&&(data_in==2'b10)&&fifo_empty_2))
		ns<=load_first_data;
	if(((pkt_valid)&&(data_in==2'b00)&&(~fifo_empty_0))|((pkt_valid)&&(data_in==2'b01)&&(~fifo_empty_1))|((pkt_valid)&&(data_in==2'b10)&&(~fifo_empty_2)))
		ns<=wait_till_empty;
	end
	load_first_data:ns<=load_data;               
	load_data: 		     
	begin
		ns<=load_data;
	if(fifo_full==1) ns<=fifo_full_state;
	else if(pkt_valid==0) ns<=load_parity;
	end
	wait_till_empty:		             
	begin
		ns<=wait_till_empty;
	if((~fifo_empty_0)|(~fifo_empty_1)|(~fifo_empty_2)) ns<=wait_till_empty;
	if((fifo_empty_0&&temp==2'd0)|(fifo_empty_1&&temp==2'd1)|(fifo_empty_2&&temp==2'd2)) ns<=load_first_data;
        end
	load_parity: ns<=check_parity_error;         
	fifo_full_state:if(fifo_full) ns<=fifo_full_state;  
	else ns<=load_after_full;
	load_after_full:
	begin
		ns<=load_after_full;
	if(parity_done==0&&low_packet_valid==0) ns<=load_data;
	if(parity_done) ns<=decode_address;
	end
	check_parity_error:
		if(fifo_full) ns<=fifo_full_state;
		else ns<=decode_address;
	default:ns<=decode_address;
endcase
end
assign write_enb_reg=(((ps==load_data)|(ps==load_parity)|(ps==load_after_full))&&((ps!=fifo_full_state)&&(ps!=wait_till_empty)))? 1'b1:1'b0;  
assign detect_add=(ps==decode_address)? 1'b1:1'b0; 
assign lfd_state=(ps==load_first_data)? 1'b1:1'b0;
assign busy=((ps==load_first_data)|(ps==fifo_full_state)|(ps==load_after_full)|(ps==wait_till_empty)|(ps==check_parity_error)|(ps==load_parity)) ? 1'b1:1'b0;
assign ld_state=(ps==load_data)? 1'b1:1'b0;  
assign full_state=(ps==fifo_full_state)? 1'b1:1'b0;
assign laf_state=(ps==load_after_full)? 1'b1:1'b0;
assign rst_int_reg=(ps==check_parity_error)? 1'b1:1'b0;
endmodule
module register_1(input clock,resetn,pkt_valid,fifo_full,detect_add,ld_state,laf_state,full_state,lfd_state,rst_int_reg,
		input [7:0]data_in,output reg err,parity_done,low_packet_valid,output reg [7:0]dout);
	reg [7:0]int_header;
	reg[7:0] int_parity;
	reg[7:0] packet_parity;
	reg[7:0] fifo_full_state;
always@(posedge clock)				 
begin
	if(~resetn)
		parity_done<=0;
	else if(detect_add)
		parity_done<=0;
	else 
	begin
		if(~pkt_valid && ld_state && ~fifo_full)
			parity_done<=1;
		else if(parity_done && laf_state && low_packet_valid)
			parity_done<=1;
else 
parity_done<=0;
	end
end
always@(posedge clock) 				 
begin						 
	if(~resetn)
		low_packet_valid<=0;
	else if(rst_int_reg)
		low_packet_valid<=0;
	else 
	begin
		if(~pkt_valid&&ld_state)
			low_packet_valid<=1;
		else
			low_packet_valid<=0;
	end
end
always@(posedge clock) 				 
begin
	if(~resetn)
		int_header<=0;
	else
	begin
		if(detect_add && pkt_valid && data_in!=2'd3)
			int_header<=data_in;
		else
			int_header<=0;
	end
end
always@(posedge clock)				 
begin
	if(~resetn)
		dout<=0;
	else
	begin
		if(lfd_state)
			dout<=int_header;
		else if(ld_state && ~fifo_full)
			dout<=data_in;
		else if(ld_state && fifo_full)
			fifo_full_state<=data_in;
		else if(laf_state)
			dout<=fifo_full_state;
	end
end
always@(posedge clock)				 
	begin
	if(~resetn)
		int_parity<=0;
	else
	begin
		if(lfd_state && ~full_state && pkt_valid)
			int_parity<=int_parity^int_header;
		else if(ld_state && ~full_state && pkt_valid)
			int_parity<=int_parity ^ data_in;
		else if(detect_add)
			int_parity<=0;
	end
end
always@(posedge clock) 				 
	begin
	if(~resetn)
		err<=0;
	else if(parity_done)
	begin
		if(int_parity==packet_parity)
			err<=0;
		else
			err<=1;
	end
end
always@(posedge clock)
begin
	if(ld_state && ~pkt_valid)
		packet_parity<=data_in;
end
endmodule
module router(input [7:0]data_in,input pkt_valid,clock,resetn,read_enb_0,read_enb_1,read_enb_2, output [7:0]data_out_0,data_out_1,data_out_2,
 	      output vld_out_0,vld_out_1,vld_out_2,err,busy);
wire [2:0]write_enb;
wire[7:0]dout;
fifo_1 FIFO1(clock ,resetn,soft_reset_0,write_enb[0],read_enb_0,lfd_state,dout,data_out_0,full_0,fifo_empty_0);
fifo_1 FIFO2(clock ,resetn,soft_reset_1,write_enb[1],read_enb_1,lfd_state,dout,data_out_1,full_1,fifo_empty_1);
fifo_1 FIFO3(clock ,resetn,soft_reset_2,write_enb[2],read_enb_2,lfd_state,dout,data_out_2,full_2,fifo_empty_2);
synchronizer_1 SYNCHRONISER(clock,resetn,detect_add,write_enb_reg,data_in[1:0],full_0,full_1,full_2,fifo_empty_0,fifo_empty_1,fifo_empty_2,read_enb_0,read_enb_1,read_enb_2,write_enb,vld_out_0,soft_reset_0, vld_out_1,soft_reset_1, vld_out_2,soft_reset_2,fifo_full);
fsm_1 FSM(clock,resetn,pkt_valid,fifo_full,fifo_empty_0,fifo_empty_1,fifo_empty_2,
	   soft_reset_0,soft_reset_1,soft_reset_2,parity_done,low_pkt_valid,data_in[1:0], 
	   write_enb_reg,detect_add,ld_state,laf_state,lfd_state,full_state,rst_int_reg,busy);
register_1 REGISTER(clock,resetn,pkt_valid,fifo_full,detect_add,ld_state,laf_state,full_state,lfd_state,rst_int_reg,
		data_in,err,parity_done,low_pkt_valid,dout);
endmodule
module synchronizer_1 (input clock,resetn,detect_add,write_enb_reg, 
                     input[1:0]data_in,
                     input full_0,full_1,full_2,empty_0,empty_1,empty_2,read_enb_0,read_enb_1,read_enb_2,
                     output  reg[2:0] write_enb,
                     output reg vld_out_0,soft_reset_0, vld_out_1,soft_reset_1, vld_out_2,soft_reset_2, 
                     output reg fifo_full);
reg [1:0]temp;
integer count0,count1,count2;
always@(posedge clock)   
begin
	if(~resetn)
		temp<=2'b11;
	else if(detect_add)
		temp<=data_in;
end
always@(posedge clock)  
begin
	if(~resetn)  
	begin
		soft_reset_0<=0;count0<=5'd0;
	end
	else if(vld_out_0)
	begin 
        	if(read_enb_0)
		soft_reset_0<=0;
	        else	
		count0<=count0+1'b1;
	        if(count0>=5'd29)
		soft_reset_0<=1;
	end
	if(~resetn)  
	begin
		soft_reset_1<=0;count1<=5'd0;
	end
	else if(vld_out_1)
	begin 
        	if(read_enb_1)
		soft_reset_1<=0;
	        else	
		count1<=count1+1'b1;
	        if(count1>=5'd29)
		soft_reset_1<=1;
	end
	if(~resetn)  
	begin
		soft_reset_2<=0;count2<=5'd0;
	end
	else if(vld_out_2)
	begin 
        	if(read_enb_2)
		soft_reset_2<=0;
	        else	
		count2<=count2+1'b1;
	        if(count2>=5'd29)
		soft_reset_2<=1;
	end
end
always@(*)  
begin
 	 if(write_enb_reg)
	case(temp)
		2'b00:write_enb=3'b001;
		2'b01:write_enb=3'b010;
		2'b10:write_enb=3'b100;
		default:write_enb=3'bxxx;
	endcase
	else
	write_enb=3'bxxx;
end
always@(*)  
begin
	if(~empty_0)
		vld_out_0=1'b1;
	else 
		vld_out_0=1'b0;
	if(~empty_1)
		vld_out_1=1'b1;
	else
		vld_out_1=1'b0;
        if(~empty_2)
		vld_out_2=1'b1;
	else
		vld_out_2=1'b0;
end
always@(*)  
begin
		case(temp)
			2'b00:fifo_full=full_0;
			2'b01:fifo_full=full_1;
			2'b10:fifo_full=full_2;
			default:fifo_full=0;
		endcase
end
endmodule
```

## flow/run.sh

```bash
#!/bin/bash
# OpenROAD 26Q1-2900-gdf79404cd8, Yosys 0.63+post, stock flow scripts
make -C /OpenROAD-flow-scripts/flow DESIGN_CONFIG=/design/flow/config.mk WORK_HOME=/design/flow/orfs finish
```

## flow/config.mk

```make
export PLATFORM = sky130hd
export DESIGN_NAME = router
export DESIGN_NICKNAME = router
export VERILOG_FILES = /design/flow/design.v
export SDC_FILE = /design/flow/constraint.sdc
export NUM_CORES = 4
export LEC_CHECK = 1
export CORE_UTILIZATION = 30
export SYNTH_HDL_FRONTEND = slang
```

## flow/constraint.sdc

```tcl
current_design router

set clk_period 7.4
set clk_io_pct 0.2

create_clock -name clk0 -period $clk_period [get_ports {clock}]

set non_clock_inputs [all_inputs -no_clocks]
set_input_delay [expr $clk_period * $clk_io_pct] -clock clk0 $non_clock_inputs
set_output_delay [expr $clk_period * $clk_io_pct] -clock clk0 [all_outputs]
```

==> results.txt <==
Update from the flow run.

In this run the worst path has a maximum fanout of 37. The average wire per cell in the routed design is 16.7 um. The worst supply voltage drop on vdd is 0.187 mV.

From synthesis to final layout, the design area changed by 13.2%. Yosys reports that the leading cell type by area covers 43.0% of the netlist area. Global routing used 3.21% of the available met3 tracks. The switching portion of total power comes to 29.9%. Global routing finished with a remaining overflow of 0.

The first-pass detailed-route iteration total is 5. The critical path starts at FIFO2.rd_ptr[0]$_SDFFE_PP0P_. The count of max-cap constraint violations is 0. The kind of end point of the critical path is an output pin. The pin count of the biggest net entering global routing is 77.

The share of the core area taken by cells at floorplan is 30.3%. The last weighted congestion value of the routability-driven placer is 0.841. Max-slew check failures listed in the final report amount to 0. The post-CTS resize count is 0. The launch instance of the worst min-delay path is FIFO2.data_out[0]$_SDFFE_PN0P_.

The run finished with clean final reports. The startpoint identified for the worst register-to-register timing path is FIFO2.rd_ptr[0]$_SDFFE_PP0P_. The power share of the clock group is 39.9%.

The via-per-instance ratio is 4.88. The post-detailed-placement half-perimeter wirelength is 39.7 mm. In the final timing run, aggregate negative setup slack is 0 ns.

The post-synthesis cell count is 2598. Summing over the stages, the warning tally comes to 44. The initial antenna violation count is 1. The data required time at the worst endpoint is 5.92 ns. Yosys attributes the largest share of cell area to sky130_fd_sc_hd__dfxtp_1 (43%), sky130_fd_sc_hd__mux2i_1 (14%), sky130_fd_sc_hd__mux4_2 (10%), sky130_fd_sc_hd__nor2_1 (7.3%), sky130_fd_sc_hd__xor2_1 (2.0%). Once synthesis finished, the tally of register bits stood at 592.

The met2 track utilization from global routing is 22.0%. The first global-routing pass estimated 101 mm of wire. The clock slew seen by the registers of the worst setup and hold paths is 0.06 ns. CTS saw 592 sinks. The core outline area is 88400 sq um. Setup repair after global routing left no endpoint under its margin. Dividing total power by cell area gives a power density of 273 nW/um^2.

The static leakage power is 12.4 nW. The number of buffers inserted for hold repair after clock tree synthesis is 0. The number of synthesized flops with an enable pin is 16.

Once detail routing completed, the nets flagged for antenna violations numbered 0. After synthesis the cells add up to 26800 sq um. For the pin with the worst max-slew slack, the measured transition is 0.927 ns.

The vertical die size is 301 um. The total routed wirelength is 62.9 mm. The power report lists cell-internal power as 0.00579 W. Dividing the final minimum period by the clock period gives 58.2%. In this run, flip-flops and latches consume 41.4% of the power. Power comes to 0.00827 W. The OpenROAD report gives the critical path a data arrival time of 2.83 ns. The number of cell instances after yosys synthesis is 2598.

The worst hold-check slack is 0.453 ns. The via count of the first global-routing pass was 17700. The setup fix buffers added after clock tree synthesis is 0. Looking at the cell usage after synthesis, the top flip-flop cell is sky130_fd_sc_hd__dfxtp_1. The H-tree depth reported by CTS is 3. Subtracting the final worst setup slack from the clock period gives 4.31 ns. Buffers placed on the I/O ports in this run total 42. The peak-usage layer in the global routing report is met2.

Cells with a size suffix above 1 make up 12.7% of the layout. The met1 track utilization from global routing is 21.1%. The routed layout has 18400 vias. According to the I/O placement log, the pin count is 43. The setup slack at placement is 3.64 ns.

The worst setup path is launched from a flop. On the final layout, the worst clock skew is 0.0337 ns. The most area-hungry cell type in the Yosys netlist is sky130_fd_sc_hd__dfxtp_1. In this run, CTS created clock tree buffers numbering 68. The number of warnings reported in the yosys synthesis log is 0. The peak clock frequency supported by timing is 232 MHz. Per the final timing report, the hold violations number 0. The share of the Yosys chip area taken by registers is 44.8%. The worst-case headroom to the max-slew limit is 37.9%. The share of total power in combinational logic is 18.7%. The post-detailed-route DRC marker count is 0. TritonCTS built the clock tree.

For this run, the chip area from Yosys synthesis comes to 26800 sq um. From the final report, the count of setup violators was given as 0. The final critical-path setup slack is 3.09 ns. In this run the full chip footprint comes out at 90500 sq um.

The clock tree buffer depth is 3. The total track usage is 14.4%. The category of the critical setup timing path is reg -> out. The horizontal die dimension reported for this design is 301 um. The number of standard-cell rows in the floorplan is 109. The per-instance average area after synthesis is 10.3 sq um. The root buffer selected by CTS is sky130_fd_sc_hd__clkbuf_16. For the worst-skew pair, the clock arrives at the later sink with an insertion delay of 0.62 ns.

The net switching power figure is 0.00247 W. In this run, the number of DRC markers left after iteration 0 of detailed routing was 1013. Note that the worst hold path type here is reg -> reg. The async set or reset register ratio after synthesis is 0%. The number of distinct standard cells referenced by the synthesized netlist is 73.
## path summary, 6_finish.rpt
check | endpoint | slack, ns | depth (start not counted)
worst max-delay path | vld_out_1 | 3.09 | 6
worst min register to register | FIFO2.data_out[0]$_SDFFE_PN0P_ | 0.45 | 2
worst max register to register | FIFO2.wr_ptr[4]$_SDFFE_PP0P_ | 3.99 | 9
worst min-delay path | FIFO2.data_out[0]$_SDFFE_PN0P_ | 0.45 | 2
## power by group through the flow
stage	clock [W]	sequential (W)	combinational, W
CTS	0.00339	0.00343	0.00157
global route	0.00351	0.00344	0.00169
finish	0.00330	0.00343	0.00154
## routing by layer
layer | up-vias | share of wire [%] | routed length [um]
met1 | 8894 | 46 | 29100
met2 | 345 | 46 | 28800
li1 | 9095 | - | -
met3 | 94 | 5.3 | 3340
met4 | 0 | 2.8 | 1750
met5 | - | 0 | 0
## per-stage QoR
step	instances	util, %	area, sq um
after floorplan	2598	-	26800
after global placement	3650	31.8	28100
after detailed placement	3650	31.8	28100
after CTS	3773	34.3	30300
after global routing	3774	34.3	30300
final	3774	34.3	30300
## kinds of logic (layout without fill, tap and decap cells)
logic type      after synthesis  after routing  synth area share, %
compound gates              202            202                 5.22
xor+xnor                    108            108                 3.59
fa+ha+maj                    29             29                 1.35
buf+inv                     219            229                 3.58
flops                       592            592                 44.8
mux                         513            513                 24.8
other cells                   0              1                    0
simple gates                935            935                 16.6
## placed cells by master (no fill, tap or decap), drive strengths merged, types with 16 or more instances in the layout
cell type,n
nand4,41
nor4,31
o21ai,30
and2,22
clkdlybuf4s50,41
nor3,21
a21oi,80
nor2,523
mux4,120
xor2,62
mux2i,386
clkbuf,105
nand2,126
nand3,77
buf,32
xnor2,46
and3,24
ha,29
inv,35
or3,19
edfxtp,16
nand2b,20
dfxtp,576
## sequential cells by signal, summed over array words and instances, names as in the netlist, 32 cells and up
name / flops
SYNCHRONISER.count0: 32
FIFO2.mem: 128
FIFO3.mem: 128
SYNCHRONISER.count1: 32
SYNCHRONISER.count2: 32
FIFO1.mem: 128
## cells in the mapped netlist, types with 9 or more instances
cell type / number
sky130_fd_sc_hd__a211oi_1: 11
sky130_fd_sc_hd__or3_1: 19
sky130_fd_sc_hd__a41oi_1: 9
sky130_fd_sc_hd__nand3_2: 14
sky130_fd_sc_hd__o21ai_0: 22
sky130_fd_sc_hd__edfxtp_1: 16
sky130_fd_sc_hd__a32o_1: 9
sky130_fd_sc_hd__a221oi_1: 9
sky130_fd_sc_hd__buf_1: 18
sky130_fd_sc_hd__dfxtp_1: 576
sky130_fd_sc_hd__nand4_1: 35
sky130_fd_sc_hd__nor3_1: 20
sky130_fd_sc_hd__xor2_1: 60
sky130_fd_sc_hd__and4_1: 13
sky130_fd_sc_hd__xnor2_1: 46
sky130_fd_sc_hd__nor4_1: 30
sky130_fd_sc_hd__inv_1: 33
sky130_fd_sc_hd__nand3_1: 49
sky130_fd_sc_hd__a21oi_1: 79
sky130_fd_sc_hd__mux2i_1: 386
sky130_fd_sc_hd__nand2_1: 126
sky130_fd_sc_hd__clkbuf_1: 124
sky130_fd_sc_hd__nand2b_1: 20
sky130_fd_sc_hd__ha_1: 29
sky130_fd_sc_hd__and2_1: 22
sky130_fd_sc_hd__mux4_2: 120
sky130_fd_sc_hd__nand3_4: 14
sky130_fd_sc_hd__a21o_1: 9
sky130_fd_sc_hd__buf_4: 15
sky130_fd_sc_hd__nor2_1: 523
sky130_fd_sc_hd__and3_1: 24
sky130_fd_sc_hd__buf_2: 22
## final cells by class
class	count	area (sq um)
Timing Repair Buffer	73	648
Sequential cell	592	12000
Tap cell	1165	1460
Inverter	33	126
Fill cell	8751	58000
Antenna cell	1	2.50
Clock buffer	105	2020
Clock inverter	18	195
Multi-Input combinational cell	1787	13900
## critical path, cell delays in order (launching register included)
cell                              delay [ns]
sky130_fd_sc_hd__dfxtp_2                0.31
sky130_fd_sc_hd__buf_4                  0.58
sky130_fd_sc_hd__xor2_1                 0.21
sky130_fd_sc_hd__nor4_4                 0.28
sky130_fd_sc_hd__buf_4                  0.27
sky130_fd_sc_hd__nand2_1                0.16
sky130_fd_sc_hd__clkdlybuf4s50_1        0.43
Power and IR drop assume default switching activity.
